**flow/config.mk**
```make
export PLATFORM = sky130hd
export DESIGN_NAME = adsr
export DESIGN_NICKNAME = adsr
export VERILOG_FILES = /design/flow/design.v
export SDC_FILE = /design/flow/constraint.sdc
export NUM_CORES = 4
export LEC_CHECK = 1
export CORE_UTILIZATION = 40
export SYNTH_HDL_FRONTEND = slang
```
**flow/constraint.sdc**
```tcl
current_design adsr

set clk_period 19.5
set clk_io_pct 0.2

create_clock -name clk0 -period $clk_period [get_ports {clk}]

set non_clock_inputs [all_inputs -no_clocks]
set_input_delay [expr $clk_period * $clk_io_pct] -clock clk0 $non_clock_inputs
set_output_delay [expr $clk_period * $clk_io_pct] -clock clk0 [all_outputs]
```
**flow/design.v**
```verilog
module adsr 
(       
 input  logic clk,
 input  logic reset,
 input  logic start,
 input  logic [31:0] atk_step, dcy_step, sus_level, rel_step,
 input  logic [31:0] sus_time, 
 output logic [15:0] env,
 output logic adsr_idle
);
   localparam MAX = 32'h8000_0000;
   localparam BYPASS = 32'hffff_ffff;
   localparam ZERO = 32'h0000_0000;
   typedef enum {idle, launch, attack, decay, sustain, rel} state_type;
   state_type state_reg, state_next;
   logic [31:0] a_reg, t_reg;
   logic [31:0] a_next, t_next;
   logic [31:0] n_tmp;
   logic fsm_idle;
   logic [31:0] env_i;
   always_ff @(posedge clk, posedge reset)
      if (reset) begin
         state_reg <= idle;
         a_reg <= 32'h0;
         t_reg <= 32'h0;
      end   
      else begin
         state_reg <= state_next;
         a_reg <= a_next;
         t_reg <= t_next;
      end   
   always_comb
   begin
      state_next = state_reg;
      a_next     = a_reg;
      t_next = t_reg;
      fsm_idle  = 1'b0;
      case (state_reg)
         idle: begin
            fsm_idle = 1'b1;
            if (start)
               state_next = launch;
         end
         launch: begin
            state_next = attack;
            a_next = 32'b0;
         end
         attack: begin
            if (start) 
               state_next = launch;
            else begin
               n_tmp = a_reg + atk_step;
               if (n_tmp < MAX) 
                  a_next = n_tmp;
               else
                  state_next = decay;
            end;   
         end
         decay: begin
            if (start) 
               state_next = launch;
            else begin
               n_tmp = a_reg - dcy_step;
               if (n_tmp > sus_level) 
                  a_next = n_tmp;
               else begin
                  a_next = sus_level;
                  state_next = sustain;
                  t_next = 32'b0;    
               end
            end;   
         end
         sustain: begin
            if (start) 
               state_next = launch;
            else 
               if (t_reg < sus_time) 
                  t_next = t_next + 1;
               else
                  state_next = rel;
         end
         default: begin
            if (start) 
               state_next = launch;
            else 
               if (a_reg > rel_step) 
                  a_next = a_reg - rel_step;
               else
                  state_next = idle;
         end
      endcase
   end
   assign adsr_idle = fsm_idle;
   assign env_i = (atk_step == BYPASS) ? MAX :
                  (atk_step == ZERO) ? 32'b0 : 
                  a_reg;
   assign env = {1'b0, env_i[31:17]};
endmodule
```
**flow/run.sh**
```bash
#!/bin/bash
# OpenROAD 26Q1-2900-gdf79404cd8, Yosys 0.63+post, stock flow scripts
make -C /OpenROAD-flow-scripts/flow DESIGN_CONFIG=/design/flow/config.mk WORK_HOME=/design/flow/orfs finish
```
==> run summary <==
Status -> finished, final reports clean
DR vias/cell -> 5.710
FF-to-FF Start -> a_reg[0]$_DFFE_PP0P_
CP bufs+invs -> 2
Slowest CP cell -> clkdlybuf4s50_1
Worst relative slew slack -> 41.60%
FF/Latch Area -> 0.001753 sq mm
Register area share after synthesis -> 15.31%
Final setup margin -> 9.370 ns
Crit path arrival time -> 6.23 ns
Port Buffers -> 178
MI comb area -> 0.008802 sq mm
Htree depth -> 3
Die height -> 171.2 um
Share of flip-flops with an asynchronous set or reset -> 100.0%
Pre-CTS setup slack -> 8.993 ns
Crit-path leading delay family -> buffers and inverters
Simple Share, Synth -> 20.51%
Drc violations -> 0
Critical setup path kind -> in -> out
Post-CTS setup buffers -> 0
Via Count -> 11570
Critical path origin -> atk_step[31]
Adder Area Share -> 17.79%
Post-synth EDFFs -> 0
Max IR drop VDD -> 0.00006822 V
Number of setup violations in the final report -> 0
M2 GR Usage -> 41.39%
Final wirelength -> 37300 um
Cell Pwr Density -> 153.5 mW/mm^2
Crit-path max FO -> 14
HP Class -> reg -> reg
Vias in the first global route -> 10930
Fin crit period -> 10.13 ns
RSZ-0062 raised after global routing -> false
Final Hold Viols -> 0
YS warnings -> 0
Startpoint Class -> primary input
Post-synth top flop -> dfrtp_1
Chip area line of the yosys report -> 0.01145 sq mm
Max_cap viols -> 0
Layout area overhead -> 20.44%
OpenROAD warning count -> 25
Met3 Usage GRT -> 3.654%
Clk root buf -> clkbuf_16
Clock Sinks -> 70
Layout cell share with drive strength beyond 1 -> 5.155%
Fmax -> 98.72 MHz
Synth Area in XOR/XNOR -> 5.891%
Worst-path cell chain -> clkdlybuf4s50_1 > nand4_1 > nor4_1 > a21oi_1 > and2_1 > clkdlybuf4s50_1
Cts hold-fix bufs -> 0
Cts repair resizes -> 0
Max Slew Vio Count -> 0
Tcrit/Tclk final -> 51.95%
Clock skew -> 0.005184 ns
# Cells Yosys -> 1501
GRT Total Usage -> 26.18%
Largest net degree at the start of global routing -> 47
Ports -> 180
CP Capture Type -> output port
Horiz. Die Dim -> 171.2 um
Complex Gates by Area -> 27.06%
Core ar. -> 0.02793 sq mm
Drt first pass iters -> 5
Total negative slack -> 0 ns
Grt total ovfl -> 0
FF+latch count, synth -> 70
Hold_sp -> state_reg[0]$_DFF_PP1_
Yosys cell types -> 88
Clk buf depth -> 2
First-pass GRT wire length -> 58060 um
Worst-margin pin slew -> 0.8728 ns
Initial antenna violation count -> 0
First DRT Iteration DRCs -> 865
Detailed placement HPWL -> 30930 um
Die area -> 0.02930 sq mm
Number of inserted diodes -> 0
Latency at later pin -> 0.34 ns
Num rows -> 61
Mux area share -> 5.497%
Mean post-synth cell area -> 7.627 sq um
WL per Instance -> 18.40 um
CTS Buf Count -> 9
Final core occ -> 49.36%
Init Core Util -> 40.98%
Leakage -> 6.387 nW
CTS tree -> done
Mapped cell area -> 0.01145 sq mm
Largest stage delay on the critical path -> 0.64 ns
Fillers -> 2769
Post-route ant nets -> 0
Met1 Resource Use GR -> 38.20%
Most used routing layer in global routing -> met2
Largest logic family -> AND-OR/OR-AND gates
Routability cong. -> 0.9334
WP data required -> 15.60 ns
Reg clk slew, reported paths -> 0.06 ns
Post-Synthesis Cells -> 1501
CP dominant cell by count -> clkdlybuf4s50_1
==> area by class of cell <==
type	count	area share (%)
Inverter	167	4.546
Tap cell	378	3.430
Multi-Input combinational cell	1207	63.84
Timing Repair Buffer	189	13.52
Clock buffer	12	1.788
Clock inverter	4	0.1633
Sequential cell	70	12.71
==> cells in the mapped netlist (10+ instances only) <==
cell | n | share of area, %
dfrtp_1 | 69 | 15
a21oi_1 | 129 | 5.6
o21a_1 | 21 | 1.4
mux2_2 | 26 | 2.6
o31ai_1 | 21 | 1.4
o221ai_1 | 11 | 0.84
or4_1 | 10 | 0.66
a31oi_1 | 14 | 0.76
clkbuf_1 | 40 | 1.3
nand4_1 | 41 | 2.2
nand2b_1 | 25 | 1.4
nand3_1 | 37 | 1.6
and2_1 | 20 | 1.1
xnor2_1 | 54 | 4.1
mux2i_1 | 31 | 2.7
o211ai_1 | 15 | 0.98
nor3_1 | 40 | 1.7
o21ai_0 | 70 | 3.1
o21bai_1 | 11 | 0.72
a222oi_1 | 11 | 0.96
nor2_1 | 72 | 2.4
a211oi_1 | 13 | 0.85
nand2_1 | 120 | 3.9
a21o_1 | 49 | 3.2
nor4_1 | 19 | 1.0
ha_1 | 158 | 17
inv_1 | 167 | 5.5
xor2_1 | 23 | 1.8
and3_1 | 18 | 0.98
==> where the power goes <==
group	internal [mW]	switching [mW]
Clock	0.0890	0.0649
Sequential	0.189	0.0858
Combinational	0.733	0.955
Total	1.01	1.11
==> cells in the final DEF, fill, tap and decap left out, types with 26 or more instances in the layout <==
cell type        count
nor2_1              72
mux2_2              26
nand4_1             41
nand3_1             37
mux2i_1             31
xnor2_1             54
dfrtp_1             69
inv_1              166
o21ai_0             70
ha_1               158
nand2_1            120
a21o_1              49
clkdlybuf4s50_1    178
a21oi_1            129
nor3_1              39
==> final timing paths <==
check                                         end  slack, ns  cells after the start
setup reg to reg            a_reg[31]$_DFFE_PP0P_      12.88                     24
hold reg to reg            state_reg[0]$_DFF_PP1_       0.48                      2
max in group asynchronous   a_reg[23]$_DFFE_PP0P_      14.47                      3
hold / removal             state_reg[0]$_DFF_PP1_       0.48                      2
setup / recovery                           env[2]       9.37                      6
min in group asynchronous    t_reg[0]$_DFFE_PP0P_       3.95                      2
==> cells by family after synthesis <==
logic type / Yosys count
AND-OR/OR-AND: 457
AND/OR/NAND/NOR: 452
buffers and inverters: 224
adder cells (fa/ha/maj): 161
XOR/XNOR: 77
flip-flops: 70
multiplexers: 59
other: 1
==> worst min-delay path: stages (launching register included) <==
cell	delay (ns)
dfstp_2	0.38
inv_1	0.05
a21oi_1	0.05
==> through the flow <==
stage	instance area [sq um]	std cells	hold slack, ns	power (mW)
after global placement	13520	2011	0.4702	1.936
after CTS	13790	2027	0.4815	2.101
after detailed placement	13520	2011	0.4732	1.933
after floorplan	11450	1501	0.4439	1.500
final	13790	2027	0.4812	2.116
after global routing	13790	2027	0.5117	2.315
==> metal layers <==
metal | share of wire (%) | vias to the layer above
met4 | 2.7 | 0
met2 | 44 | 340
met5 | 0 | -
li1 | - | 5839
met3 | 5.7 | 47
met1 | 47 | 5348
Power and IR drop assume default switching activity.
