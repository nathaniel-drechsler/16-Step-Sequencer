**/design/flow/config.mk**
```make
export PLATFORM = sky130hd
export DESIGN_NAME = db_box
export DESIGN_NICKNAME = db_box
export VERILOG_FILES = /design/flow/design.v
export SDC_FILE = /design/flow/constraint.sdc
export NUM_CORES = 4
export LEC_CHECK = 1
export CORE_UTILIZATION = 50
```
**/design/flow/constraint.sdc**
```tcl
current_design db_box

set clk_period 3.1
set clk_io_pct 0.2

create_clock -name clk0 -period $clk_period [get_ports {clk}]

set non_clock_inputs [all_inputs -no_clocks]
set_input_delay [expr $clk_period * $clk_io_pct] -clock clk0 $non_clock_inputs
set_output_delay [expr $clk_period * $clk_io_pct] -clock clk0 [all_outputs]
```
**/design/flow/design.v**
```verilog
module db_box
   (
    input logic clk,                                         
    input logic BTNU, BTND, BTNL, BTNR, BTNC, CPU_RESETN,    
    output logic UP, DOWN, LEFT, RIGHT, CENTER, RESET        
   );
   wire UPDBOUTPUT, DOWNDBOUTPUT, LEFTDBOUTPUT, RIGHTDBOUTPUT, CENTERDBOUTPUT, RESETDBOUTPUT;  
   wire UPOUTPUT, DOWNOUTPUT, LEFTOUTPUT, RIGHTOUTPUT, CENTEROUTPUT, RESETOUTPUT;              
db_fsm debounce0(                        
.clk,
.sw(BTNU),
.db(UPDBOUTPUT)
);
risingEdgeDetector rED0(                 
.clk,
.signal(UPDBOUTPUT),
.risingEdge(UPOUTPUT)
);
free_run_shift_reg MetStaReg0(           
.clk,
.s_in(UPOUTPUT),
.s_out(UP)
);
db_fsm debounce1(                        
.clk,
.sw(BTND),
.db(DOWNDBOUTPUT)
);
risingEdgeDetector rED1(                 
.clk,
.signal(DOWNDBOUTPUT),
.risingEdge(DOWNOUTPUT)
);
free_run_shift_reg MetStaReg1(           
.clk,
.s_in(DOWNOUTPUT),
.s_out(DOWN)
);
db_fsm debounce2(                        
.clk,
.sw(BTNL),
.db(LEFTDBOUTPUT)
);
risingEdgeDetector rED2(                 
.clk,
.signal(LEFTDBOUTPUT),
.risingEdge(LEFTOUTPUT)
);
free_run_shift_reg MetStaReg2(           
.clk,
.s_in(LEFTOUTPUT),
.s_out(LEFT)
);
db_fsm debounce3(                        
.clk,
.sw(BTNR),
.db(RIGHTDBOUTPUT)
);
risingEdgeDetector rED3(                 
.clk,
.signal(RIGHTDBOUTPUT),
.risingEdge(RIGHTOUTPUT)
);
free_run_shift_reg MetStaReg3(           
.clk,
.s_in(RIGHTOUTPUT),
.s_out(RIGHT)
);
db_fsm debounce4(                        
.clk,
.sw(BTNC),
.db(CENTERDBOUTPUT)
);
risingEdgeDetector rED4(                 
.clk,
.signal(CENTERDBOUTPUT),
.risingEdge(CENTEROUTPUT)
);
free_run_shift_reg MetStaReg4(           
.clk,
.s_in(CENTEROUTPUT),
.s_out(CENTER)
);
db_fsm debounce5(                        
.clk,
.sw(CPU_RESETN),
.db(RESETDBOUTPUT)
);
risingEdgeDetector rED5(                 
.clk,
.signal(RESETDBOUTPUT),
.risingEdge(RESETOUTPUT)
);
free_run_shift_reg MetStaReg5(          
.clk,
.s_in(RESETOUTPUT),
.s_out(RESET)
);
endmodule
module db_fsm
   (
    input logic clk,
    input logic sw,
    output logic db
   );
   localparam N =20;
   typedef enum {
      zero, wait1_1, wait1_2, wait1_3,
      one,  wait0_1, wait0_2, wait0_3
   } state_type;
   state_type state_reg = zero, state_next;
   logic [N-1:0] q_reg = 0;
   logic [N-1:0] q_next;
   logic m_tick;
   always_ff @(posedge clk)
      q_reg <= q_next;
   assign q_next = q_reg + 1;
   assign m_tick = (q_reg==0) ? 1'b1 : 1'b0;
    always_ff @(posedge clk) state_reg <= state_next;
   always_comb
   begin
      state_next = state_reg;   
      db = 1'b0;                
      case (state_reg)
         zero:
            if (sw)
               state_next = wait1_1;
         wait1_1:
            if (~sw)
               state_next = zero;
            else
               if (m_tick)
                  state_next = wait1_2;
         wait1_2:
            if (~sw)
               state_next = zero;
            else
               if (m_tick)
                  state_next = wait1_3;
         wait1_3:
            if (~sw)
               state_next = zero;
            else
               if (m_tick)
                  state_next = one;
         one:
            begin
              db = 1'b1;
              if (~sw)
                 state_next = wait0_1;
            end
         wait0_1:
            begin
               db = 1'b1;
               if (sw)
                  state_next = one;
               else
                 if (m_tick)
                    state_next = wait0_2;
            end
         wait0_2:
            begin
               db = 1'b1;
               if (sw)
                  state_next = one;
               else
                 if (m_tick)
                    state_next = wait0_3;
            end
         wait0_3:
            begin
               db = 1'b1;
               if (sw)
                  state_next = one;
               else
                 if (m_tick)
                    state_next = zero;
            end
         default: state_next = zero;
      endcase
   end
endmodule
module free_run_shift_reg
	#(parameter N=8) (
	input logic clk, 
	input logic s_in,
	output logic s_out
);
logic [N-1:0] q = 0;  
always_ff @(posedge clk) q <= {s_in, q[N-1:1]};
assign s_out = q[0];
endmodule
module risingEdgeDetector(
	input  logic clk,
	input  logic signal,
	output logic risingEdge
);
logic previousSignal = 0;  
always_ff @(posedge clk) previousSignal <= signal;
assign risingEdge = ~previousSignal & signal;
endmodule
```
**/design/flow/run.sh**
```bash
#!/bin/bash
# OpenROAD 26Q1-2900-gdf79404cd8, Yosys 0.63+post, stock flow scripts
make -C /OpenROAD-flow-scripts/flow DESIGN_CONFIG=/design/flow/config.mk WORK_HOME=/design/flow/orfs finish
```
==> notes.md <==
flow finished, numbers: status complete, no violations, WP data required ~3200 ps, dpl hpwl 6490 um, Final Skew 5.92 ps, startpoint class of the critical path register, CTS tree yes, share of total power in sequential cells 0.548, CORE AREA 13300 um2, DRC 0, Yosys Instances around 600, internal power 0.00472 W, Log Warnings 31, top cells by count, synth dfxtp_1, xnor2_1, nand3_1, clock sinks 192, top cells, area dfxtp_1, xnor2_1, edfxtp_1, Worst-path clk slew approximately 70 ps, f_max 499 MHz, cts hold-fix bufs 0, worst-margin pin slew 713 ps, Reg2Reg Setup Slack 1100 ps, Post-synth top flop dfxtp_1, WL met2 3960 um, fp util 0.514, routability cong. about 0.83, largest net degree at the start of global routing 17, layout cell share with drive strength beyond 1 0.0749, initial antenna violation count 0, Max clock buf depth 2, post-route cell area 7760 um2, GRT Total Usage 0.150, Slew HR 0.520, grt ovf 0, Synth top cell by count dfxtp_1, Final Hold Violation Tally 0, Die W 119 um, total number of vias 4104, P_sw approximately 0.0013 W, root buffer cell clkbuf_16, vias in the first global route 3781, setup TNS 0 ps, mapped cell area 6840 um2, Synth async-reset ratio 0, Worst IR Drop VDD 0.000558 V, Fillers 1050, DRT antenna net count 0, period utilisation layout 0.646, Distinct lib cells used 33, Clock power frac 0.375, Net Sw Frac 0.216, Dominant cell area share 0.510, Num CTS Buffers 17, Mapped Avg Cell Area between 10 and 15 um2, area grow syn2layout 13.5%, Die ar. about 14000 um2, Synth Seq Share 0.589, total length of routed wires 9580 um, Cells after Synth between 600 and 700, final setup vio count 0, DR pass1 iterations 4, first-pass GRT wire length 16900 um, H-tree levels 4, yosys stat area approximately 6800 um2, Arr. time, crit path 2070 ps, WS Path Type reg2reg, utilization after layout 0.584, EDFF count, synth 18, leakage power 2.85 nW, Hold WC Path Type reg2reg, crit end category register, Top Metal Used met4, I/O pins 13, max-slew violation count 0, Avg Vias per Cell ~5.0, chip height 119 um, DR WL/cell approximately 12 um, crit path max fanout 4, Cell Area, Placed 7130 um2, Registers, synthesis 192, met1 WL 5230 um, Pwr Density 777 nW/um2, Insertion Delay late pin 410 ps, max-cap viol count 0, post-synth top area cell dfxtp_1, antenna diode count 0, Ys Warns 3, crit path time final 2000 ps, Port-buffer cells 12, DR WL met3 292 um, RSZ-0062 raised after global routing false, number of post-CTS setup repair buffers 0, Post-CTS Resized 0, share of total power in combinational logic 0.077, num rows roughly 42, DR iter-0 viols between 150 and 200
-- through the flow --
stage / hold slack, ps / power [W] / setup slack [ps] / instances
after global placement: 311 / 0.00379 / 925 / 786
after floorplan: 310 / 0.00364 / 1340 / 608
after detailed placement: 312 / 0.00383 / 796 / 786
after global routing: 334 / 0.00633 / 822 / 817
final: 325 / 0.00603 / 1100 / 817
after CTS: 326 / 0.00609 / 1070 / 817
-- layout by cell type (no fill, tap or decap) --
cell / synthesis / layout
ha_1: 12 / 12
nand2b_1: 1 / 1
nor2b_1: 6 / 6
a21oi_1: 6 / 6
nor4_1: 21 / 21
nor3_2: 1 / 1
bufinv_16: 0 / 3
dfxtp_1: 174 / 174
mux2_2: 6 / 6
nand2_1: 35 / 35
o41ai_1: 6 / 6
xnor2_1: 87 / 87
inv_1: 20 / 20
nor4b_1: 6 / 6
clkbuf_1: 8 / 1
nand4_2: 1 / 1
clkinvlp_4: 0 / 2
clkinv_2: 0 / 1
nor2_1: 34 / 34
xor2_1: 33 / 33
or2_2: 2 / 2
nor3_1: 9 / 9
or3_1: 1 / 1
nand3_2: 1 / 1
clkbuf_16: 0 / 19
inv_6: 0 / 2
inv_4: 0 / 2
nor3_4: 1 / 1
nor4_2: 4 / 4
and2_1: 2 / 2
nand3_1: 49 / 49
nand4_1: 28 / 28
and4_1: 10 / 10
a21boi_0: 6 / 6
and3_1: 16 / 16
edfxtp_1: 18 / 18
clkdlybuf4s50_1: 0 / 12
nor3b_2: 2 / 2
clkinv_4: 0 / 1
-- worst max-delay path, stage by stage (launching register included) --
cell and delay (ps):
dfxtp_1 340, inv_1 90, ha_1 150, nor4b_1 280
nand4_1 140, o41ai_1 230, a21boi_0 430
-- path summary, 6_finish.rpt --
kind,from,to,depth (start not counted)
hold reg to reg,MetStaReg5.q[7],MetStaReg5.q[6],0
setup reg to reg,debounce3.q_reg[0],debounce3.state_reg[2],6
hold / removal,MetStaReg5.q[7],MetStaReg5.q[6],0
setup / recovery,debounce3.q_reg[0],debounce3.state_reg[2],6
-- layer usage --
layer,vias up,global-route usage
met5,-,0
met4,0,0.0174
met3,5,0.0347
met2,36,0.214
met1,1903,0.253
li1,2160,-
-- logic make-up after synthesis --
kind of cell	synth area share
and+or+nand+nor	0.189
DFF	0.589
xor gates and xnor gates	0.154
buffers and inverters	0.0178
AOI/OAI and AO/OA	0.0187
adders and majority gates	0.0220
muxes	0.00988
-- layout make-up --
class                   count  area, um2  share of cell area
repair buffers             12        120              0.0155
inverters                  20       75.1             0.00968
clock buffers              20        479              0.0618
flip-flops and latches    192       4020               0.519
well taps                 176        220              0.0284
multi-input cells         386       2690               0.347
clock inverters            11        149              0.0192
-- power groups by stage --
stage / clock, W / combinational, W / sequential [W]
final: 0.00226 / 0.000466 / 0.00330
after CTS: 0.00231 / 0.000471 / 0.00331
after global routing: 0.00243 / 0.000535 / 0.00336
Power and IR drop assume default switching activity.
